==> design/flow/design.v <==
module FreqDivider #(parameter INPUT_FREQUENCY = 26'd50_000_000,
                     		   OUTPUT_FREQUENCY = 1'b1)
                    (input clk_in,
                     output reg clk_out);
  parameter DIVIDER = INPUT_FREQUENCY / (2 * OUTPUT_FREQUENCY) - 1;  
  reg [$clog2(INPUT_FREQUENCY)-1:0] counter;
  always @ (posedge clk_in)
	 begin
      if (counter >= DIVIDER)
        begin
          counter <= 0;
          clk_out = ~clk_out;
        end
      else
        counter <= counter + 1;
	  end
endmodule
==> design/flow/run.sh <==
#!/bin/bash
# OpenROAD 26Q1-2900-gdf79404cd8, Yosys 0.63+post, stock flow scripts
make -C /OpenROAD-flow-scripts/flow DESIGN_CONFIG=/design/flow/config.mk WORK_HOME=/design/flow/orfs finish
==> design/flow/config.mk <==
export PLATFORM = sky130hd
export DESIGN_NAME = FreqDivider
export DESIGN_NICKNAME = FreqDivider
export VERILOG_FILES = /design/flow/design.v
export SDC_FILE = /design/flow/constraint.sdc
export NUM_CORES = 4
export LEC_CHECK = 1
export CORE_AREA = 10 10 98 98
export DIE_AREA = 0 0 108 108
==> design/flow/constraint.sdc <==
current_design FreqDivider

set clk_period 3.3
set clk_io_pct 0.2

create_clock -name clk0 -period $clk_period [get_ports {clk_in}]

set non_clock_inputs [all_inputs -no_clocks]
set_input_delay [expr $clk_period * $clk_io_pct] -clock clk0 $non_clock_inputs
set_output_delay [expr $clk_period * $clk_io_pct] -clock clk0 [all_outputs]
==> flow_summary.ini <==
; implementation run metrics
[timing]
rsz0062_at_grt = no
setup-violations-final = 0
skew_ns = 0.00603
finalCritPeriodShare_pct = 62.2
final_max_slew_viol_count = 0
fin_setup_tns_ns = 0
relSlewSlack_pct = 53.9
worst_slew_pin_slew_ns = 0.688
report.final.hold_viol_count = 0
fmax_mhz = 487
fin_crit_ns = 2.05

[clocking]
cts_setup_buffers = 0
cts_buffers = 3
clk_pin_slew_ns = 0.08
cts-root-buf = clkbuf_8
tritoncts = done
cts_buffer_depth = 2
clkSinkCount = 27
ctsResizeCount = 0
insertion_delay_ns = 0.27
cts_max_level = 1
ctsHoldBuffers = 0

[synthesis]
yosysWarnings = 1
top_cells_by_area = dfxtp_1 (39%), a21oi_1 (6.4%), xor2_1 (4.6%), a22oi_1 (4.5%), nand4_1 (4.2%)
ys_cells = 145
yosysChipArea_sq_um = 1330
synthCells = 145
async_reset_ff_share_pct = 0
edf_count = 1
synth_flops = 27
synth_top_flop_cell = dfxtp_1
post-synth-top-area-cell = dfxtp_1
synth.cell_area_sq_um = 1330
syn_area_per_cell_sq_um = 9.15
synth-seq-area-share_pct = 41.5
synthDistinctLibCells = 37
top_area_share_pct = 39.2

[setup_path]
startpoint = counter[2]
crit_path_end_kind = flop
start_kind = flop
cp_max_fo = 19
worstPathRequired_ns = 3.43
worstPathArrival_ns = 2.18
path_class = reg -> reg
rr_startpoint = counter[2]

[global_route]
antenna_found_initial = 0
globalRoute.busiestLayer = met1
use_met3_pct = 1.20
grtUsageMet1_pct = 6.82
grt_pass1_vias = 955
grt_first_pass_wirelength_mm = 4.44
grt_max_degree = 20
use_met2_pct = 6.47
grt_use_total_pct = 4.46
grt-ovfl-total = 0

[job]
maxCapViolCount = 0
tool_warnings = 25

[pwr]
leakagePower_nw = 0.491
pwr-share-seq_pct = 61.0
p_switching_mw = 0.165
switching_share_pct = 25.9
comb_power_share_pct = 10.2
ir_worst_vdd_v = 0.000175
power.total_mw = 0.638
clkPwrFrac_pct = 28.9
p_per_area_nw_per_um2 = 424
p_int_mw = 0.473

[finish]
drive_above_1_share_pct = 10.2
syn2layout_area_growth_pct = 13.5
utilization_pct = 19.7

[worst_hold_path]
worstHoldStart = counter[14]
min_path_type = reg -> reg

[detailed_routing]
diodes = 0
via_per_inst = 4.35
dr_total_vias = 1083
first_pass_iters = 4
drt_iter0_drc = 86
totalWireLength_mm = 2.60
wire_per_inst_um = 10.5
route.detailed.drc = 0
detail-route-antenna-nets = 0

[die]
initial_core_util_pct = 17.3
io_pins = 2
fp.dieH_um = 108
chip_area_sq_um = 11700
fp.coreArea_sq_um = 7650
num_rows = 32
fp.dieW_um = 108

[run_status]
status = complete, no violations

[place]
portBuffers = 1
hpwl_mm = 1.80
place_congestion = 0.830
-- final timing paths --
| path | to | slack [ns] | cells past startpoint |
|---|---|---|---|
| max reg2reg | counter[23] | 1.25 | 5 |
| min reg2reg | counter[14] | 0.51 | 2 |
| min | counter[14] | 0.51 | 2 |
| max | counter[23] | 1.25 | 5 |
-- worst max-delay path: stages (launching register included) --
cell,delay (ns)
dfxtp_1,0.43
and4_2,0.36
a21oi_1,0.12
o311ai_2,0.53
buf_4,0.35
a22oi_1,0.12
-- per-layer routing --
metal / routed length (um) / up-vias
met5: 0 / -
met4: 0 / 0
met3: 88 / 0
met2: 1140 / 12
met1: 1380 / 508
li1: - / 563
-- kinds of logic after synthesis --
logic type      synth area share (%)
fa+ha+maj                      0.943
flops                           41.5
compound gates                  19.9
other cells                    0.283
simple gates                    25.4
buf+inv                         3.40
xor+xnor                        8.58
-- per-stage QoR --
stage | hold WS, ns | setup WS (ns) | instances | area (sq um)
global route | 0.543 | 1.08 | 249 | 1510
CTS | 0.511 | 1.24 | 249 | 1510
global placement | 0.486 | 1.30 | 245 | 1460
finish | 0.507 | 1.25 | 249 | 1510
floorplan | 0.465 | 1.50 | 145 | 1330
detailed placement | 0.493 | 1.25 | 245 | 1460
-- registers in the layout, summed over array words and instances, names as in the netlist --
name,cells
clk_out,1
counter,26
-- area by class of cell --
type	count	area, sq um
Sequential cell	27	551
Tap cell	102	128
Fill cell	834	6140
Multi-Input combinational cell	107	734
Inverter	6	22.5
Timing Repair Buffer	3	25.0
Clock buffer	4	45.0
-- cell usage in the layout, fill, tap and decap left out, types with 2 or more instances in the layout --
master	count
and2_1	3
a21oi_1	17
nand3_1	10
inv_1	6
nand2_1	6
a22oi_1	8
o31ai_1	5
and4_1	4
xor2_1	7
buf_4	2
xnor2_1	6
dfxtp_1	26
clkbuf_8	3
or4_1	4
nor4_1	2
o21ai_0	4
or4_4	2
nand4_1	9
or3_1	3
-- synth_stat cells, types with 4 or more instances --
library cell / number
xor2_1: 7
dfxtp_1: 26
xnor2_1: 6
nand4_1: 9
nand2_1: 6
and4_1: 4
inv_1: 6
o21ai_0: 4
or4_1: 4
o31ai_1: 5
a21oi_1: 17
nand3_1: 10
a22oi_1: 8
-- power by group through the flow --
stage | logic [mW] | clock network, mW | registers, mW
final | 0.0648 | 0.184 | 0.389
after global routing | 0.0751 | 0.207 | 0.396
after CTS | 0.0658 | 0.195 | 0.388
No activity file was given, so power comes from the tool's default toggle rates.
